--- ./run.sh ---
#!/bin/bash
# OpenROAD 26Q1-2900-gdf79404cd8, Yosys 0.63+post, stock flow scripts
make -C /OpenROAD-flow-scripts/flow DESIGN_CONFIG=/design/flow/config.mk WORK_HOME=/design/flow/orfs finish
--- ./config.mk ---
export PLATFORM = sky130hd
export DESIGN_NAME = alu
export DESIGN_NICKNAME = alu
export VERILOG_FILES = /design/flow/design.v
export SDC_FILE = /design/flow/constraint.sdc
export NUM_CORES = 4
export LEC_CHECK = 1
export CORE_UTILIZATION = 40
--- ./constraint.sdc ---
current_design alu

set clk_period 12.3
set clk_io_pct 0.2

create_clock -name clk0 -period $clk_period

set non_clock_inputs [all_inputs -no_clocks]
set_input_delay [expr $clk_period * $clk_io_pct] -clock clk0 $non_clock_inputs
set_output_delay [expr $clk_period * $clk_io_pct] -clock clk0 [all_outputs]
--- ./design.v ---
`timescale 1ns/1ps
module alu(  
		    rst_n,          
            src1,           
            src2,           
            ALU_control,    
            result,         
            zero,           
            cout,           
            overflow        
            );
input           rst_n;
input  [32-1:0] src1;  
input  [32-1:0] src2;
input   [4-1:0] ALU_control;
output [32-1:0] result;
output          zero;
output          cout;  
output          overflow;
reg [1:0] oper;
wire [31:0] carry;
reg a_in;
reg b_in;
reg less_sig;
wire			set;
wire			equal;
assign carry[0] = (ALU_control==4'b0110)? 1: (ALU_control==4'b0111)? 1: 0;  
assign zero = (result == 0) ? 1 : 0; 
assign equal = (src1 == src2) ? 1 : 0;
assign overflow = ( (ALU_control==4'b0000) & src1[31] & src2[31] & ~result[31]) ? 1 
					  :( (ALU_control==4'b0000) & ~src1[31] & ~src2[31] & result[31]) ? 1 
					  :( (ALU_control==4'b0110) & src1[31] & ~src2[31] & ~(result[31])) ? 1 
					  :( (ALU_control==4'b0110) & ~src1[31] & src2[31] & result[31]) ? 1 
					  : 0;
always@(*)  
begin  
	if(!rst_n) begin
	end
       else begin
		less_sig <= 1'b0;
		case(ALU_control)
			4'b0000:begin 
					a_in  	<= 0;
					b_in 	 	<= 0;
					oper  	<= 2'b00; 
					end
			4'b0001:begin 
					a_in  	<= 0;
					b_in 	 	<= 0;
					oper  	<= 2'b01; 
					end
			4'b0010:begin 
					a_in  	<= 0;
					b_in 	 	<= 0;
					oper  	<= 2'b10; 
					end
			4'b0110:begin 
					a_in  	<= 0;
					b_in 	 	<= 1;
					oper  	<= 2'b10; 
					end
			4'b1100:begin 
					a_in  	<= 1;
					b_in 	 	<= 1;
					oper  	<= 2'b00; 
					end
			4'b1101:begin 
					a_in  	<= 1;
					b_in 	 	<= 1;
					oper  	<= 2'b01; 
					end
			4'b0111:begin 
					a_in  	<= 0;
					b_in 	 	<= 1;
					oper  	<= 2'b11; 
					end
			default: ;
		endcase
	end
end  
alu_top alu0( .src1(src1[0]), .src2(src2[0]), .less(set), .A_invert(a_in), .B_invert(b_in),
				  .cin(carry[0]), .operation(oper), .result(result[0]), .cout(carry[1]) );
alu_top alu1( .src1(src1[1]), .src2(src2[1]), .less(less_sig), .A_invert(a_in), .B_invert(b_in),
	 		     .cin(carry[1]), .operation(oper), .result(result[1]), .cout(carry[2]) );
alu_top alu2( .src1(src1[2]), .src2(src2[2]), .less(less_sig), .A_invert(a_in), .B_invert(b_in),
	 		     .cin(carry[2]), .operation(oper), .result(result[2]), .cout(carry[3]) );
alu_top alu3( .src1(src1[3]), .src2(src2[3]), .less(less_sig), .A_invert(a_in), .B_invert(b_in),
	 		     .cin(carry[3]), .operation(oper), .result(result[3]), .cout(carry[4]) );
alu_top alu4( .src1(src1[4]), .src2(src2[4]), .less(less_sig), .A_invert(a_in), .B_invert(b_in),
	 		     .cin(carry[4]), .operation(oper), .result(result[4]), .cout(carry[5]) );
alu_top alu5( .src1(src1[5]), .src2(src2[5]), .less(less_sig), .A_invert(a_in), .B_invert(b_in),
	 		     .cin(carry[5]), .operation(oper), .result(result[5]), .cout(carry[6]) );
alu_top alu6( .src1(src1[6]), .src2(src2[6]), .less(less_sig), .A_invert(a_in), .B_invert(b_in),
	 		     .cin(carry[6]), .operation(oper), .result(result[6]), .cout(carry[7]) );
alu_top alu7( .src1(src1[7]), .src2(src2[7]), .less(less_sig), .A_invert(a_in), .B_invert(b_in),
	 		     .cin(carry[7]), .operation(oper), .result(result[7]), .cout(carry[8]) );
alu_top alu8( .src1(src1[8]), .src2(src2[8]), .less(less_sig), .A_invert(a_in), .B_invert(b_in),
	 		     .cin(carry[8]), .operation(oper), .result(result[8]), .cout(carry[9]) );
alu_top alu9( .src1(src1[9]), .src2(src2[9]), .less(less_sig), .A_invert(a_in), .B_invert(b_in),
	 		     .cin(carry[9]), .operation(oper), .result(result[9]), .cout(carry[10]) );
alu_top alu10( .src1(src1[10]), .src2(src2[10]), .less(less_sig), .A_invert(a_in), .B_invert(b_in),
	 		      .cin(carry[10]), .operation(oper), .result(result[10]), .cout(carry[11]) );	
alu_top alu11( .src1(src1[11]), .src2(src2[11]), .less(less_sig), .A_invert(a_in), .B_invert(b_in),
	 		      .cin(carry[11]), .operation(oper), .result(result[11]), .cout(carry[12]) );
alu_top alu12( .src1(src1[12]), .src2(src2[12]), .less(less_sig), .A_invert(a_in), .B_invert(b_in),
	 		      .cin(carry[12]), .operation(oper), .result(result[12]), .cout(carry[13]) );
alu_top alu13( .src1(src1[13]), .src2(src2[13]), .less(less_sig), .A_invert(a_in), .B_invert(b_in),
	 		      .cin(carry[13]), .operation(oper), .result(result[13]), .cout(carry[14]) );
alu_top alu14( .src1(src1[14]), .src2(src2[14]), .less(less_sig), .A_invert(a_in), .B_invert(b_in),
	 		      .cin(carry[14]), .operation(oper), .result(result[14]), .cout(carry[15]) );
alu_top alu15( .src1(src1[15]), .src2(src2[15]), .less(less_sig), .A_invert(a_in), .B_invert(b_in),
	 		      .cin(carry[15]), .operation(oper), .result(result[15]), .cout(carry[16]) );
alu_top alu16( .src1(src1[16]), .src2(src2[16]), .less(less_sig), .A_invert(a_in), .B_invert(b_in),
	 		      .cin(carry[16]), .operation(oper), .result(result[16]), .cout(carry[17]) );
alu_top alu17( .src1(src1[17]), .src2(src2[17]), .less(less_sig), .A_invert(a_in), .B_invert(b_in),
	 		      .cin(carry[17]), .operation(oper), .result(result[17]), .cout(carry[18]) );
alu_top alu18( .src1(src1[18]), .src2(src2[18]), .less(less_sig), .A_invert(a_in), .B_invert(b_in),
	 		      .cin(carry[18]), .operation(oper), .result(result[18]), .cout(carry[19]) );
alu_top alu19( .src1(src1[19]), .src2(src2[19]), .less(less_sig), .A_invert(a_in), .B_invert(b_in),
	 		      .cin(carry[19]), .operation(oper), .result(result[19]), .cout(carry[20]) );
alu_top alu20( .src1(src1[20]), .src2(src2[20]), .less(less_sig), .A_invert(a_in), .B_invert(b_in),
	 		      .cin(carry[20]), .operation(oper), .result(result[20]), .cout(carry[21]) );
alu_top alu21( .src1(src1[21]), .src2(src2[21]), .less(less_sig), .A_invert(a_in), .B_invert(b_in),
	 		      .cin(carry[21]), .operation(oper), .result(result[21]), .cout(carry[22]) );
alu_top alu22( .src1(src1[22]), .src2(src2[22]), .less(less_sig), .A_invert(a_in), .B_invert(b_in),
	 		      .cin(carry[22]), .operation(oper), .result(result[22]), .cout(carry[23]) );
alu_top alu23( .src1(src1[23]), .src2(src2[23]), .less(less_sig), .A_invert(a_in), .B_invert(b_in),
	 		      .cin(carry[23]), .operation(oper), .result(result[23]), .cout(carry[24]) );
alu_top alu24( .src1(src1[24]), .src2(src2[24]), .less(less_sig), .A_invert(a_in), .B_invert(b_in),
	 		      .cin(carry[24]), .operation(oper), .result(result[24]), .cout(carry[25]) );
alu_top alu25( .src1(src1[25]), .src2(src2[25]), .less(less_sig), .A_invert(a_in), .B_invert(b_in),
	 		      .cin(carry[25]), .operation(oper), .result(result[25]), .cout(carry[26]) );
alu_top alu26( .src1(src1[26]), .src2(src2[26]), .less(less_sig), .A_invert(a_in), .B_invert(b_in),
	 		      .cin(carry[26]), .operation(oper), .result(result[26]), .cout(carry[27]) );
alu_top alu27( .src1(src1[27]), .src2(src2[27]), .less(less_sig), .A_invert(a_in), .B_invert(b_in),
	 		      .cin(carry[27]), .operation(oper), .result(result[27]), .cout(carry[28]) );
alu_top alu28( .src1(src1[28]), .src2(src2[28]), .less(less_sig), .A_invert(a_in), .B_invert(b_in),
	 		      .cin(carry[28]), .operation(oper), .result(result[28]), .cout(carry[29]) );
alu_top alu29( .src1(src1[29]), .src2(src2[29]), .less(less_sig), .A_invert(a_in), .B_invert(b_in),
	 		      .cin(carry[29]), .operation(oper), .result(result[29]), .cout(carry[30]) );
alu_top alu30( .src1(src1[30]), .src2(src2[30]), .less(less_sig), .A_invert(a_in), .B_invert(b_in),
	 		      .cin(carry[30]), .operation(oper), .result(result[30]), .cout(carry[31]) );
alu_last alu31( .src1(src1[31]), .src2(src2[31]), .less(less_sig), .A_invert(a_in), .B_invert(b_in),
					.cin(carry[31]), .operation(oper), .result(result[31]), .cout(cout),
					.set(set), .equal(equal) );
endmodule
`timescale 1ns/1ps
module alu_last(
               src1,        
               src2,        
               less,        
               A_invert,    
               B_invert,    
               cin,         
               operation,   
               result,      
               cout,        
	       set,
	       equal
               );
input         src1;
input         src2;
input         less;
input         A_invert;
input         B_invert;
input         cin;
input [2-1:0] operation;
input 	      equal;
output        result;
output reg    cout;
output        set;
reg           result;
reg s1, s2;
assign set= s1^s2^cin; 
always@(*)
begin
	if(A_invert) s1= ~src1;  else s1=src1;
	if(B_invert) s2= ~src2; else s2=src2;
	case(operation)
        	2'b00:  begin  
			result=s1&s2;
			cout=0;
			end
		2'b01:  begin 
			result= s1 | s2;
			cout=0;
			end
		2'b10: begin 
			result= s1^s2^cin;  
			cout=(s1&s2)+(s1&cin)+(s2&cin);
			end
		2'b11: begin 
			result= less; 
			cout=0;
			end
        endcase
end
endmodule
`timescale 1ns/1ps
module alu_top(
               src1,        
               src2,        
               less,        
               A_invert,    
               B_invert,    
               cin,         
               operation,   
               result,      
               cout        
               );
input         src1;
input         src2;
input         less;
input         A_invert;
input         B_invert;
input         cin;
input [2-1:0] operation;
output        result;
output  reg      cout;
reg           result;
reg s1, s2;
always@(*)
begin
	if(A_invert) s1= ~src1;  else s1=src1;
	if(B_invert) s2= ~src2; else s2=src2;
	case(operation)
        	2'b00:  begin  
			result=s1&s2;
			cout=0;
			end
		2'b01:  begin 
			result= s1 | s2;
			cout=0;
			end
		2'b10: begin 
			result= s1^s2^cin;  
			cout=(s1&s2)+(s1&cin)+(s2&cin);
			end
		2'b11: begin 
			result= less; 
			cout=(s1&s2)+(s1&cin)+(s2&cin);
			end
      endcase
end
endmodule
==> notes.md <==
Physical implementation

Relative to the synthesized area, the layout overhead comes to 42.4%. Setup repair after global routing could not meet its margin everywhere. For this block, the initial DRC count from the detailed router was 69. The critical path ends at zero.

The path type of the worst setup path is in -> out. The final-report hold violation count is 0. The timing report shows that the slowest cell on the worst path is mux4_2. The detailed-route wire length per cell is 13.1 um. Each instance of the synthesized netlist takes up on average 8.74 um2. The yosys synthesis warning count is 3. The cell area that synthesis handed to floorplanning was about 3600 um2. Counting flops with a built-in enable in the synthesized netlist gives 0.

The kind of capture point of the worst setup path is a primary output. The wire length of the first global-routing pass is 14000 um. The placed standard-cell area is 5110 um2.

The core region is 8760 um2. The initial antenna violation count is 0. The final max-slew violation count recorded for this run is 0. Logged for this run, the post-placement worst setup slack is -9.33 ns.

The pin count of the biggest net entering global routing is 37. By area the synthesized netlist is led by ha_1 (22%), fa_1 (18%), xor2_1 (15%), mux2i_1 (8.5%), inv_1 (7.1%). The final timing report derives a shortest allowable period of 20.76 ns. The final core utilization is 0.592. The run finished, with violations left.

The proportion of synthesized area in mux cells is 0.0913. The final cell area excluding filler cells is 5190 um2. The checks that failed: setup timing.

The total number of vias is roughly 3000. Per the gpl log, the routability congestion estimate is 0.823. STA classifies the critical path startpoint as an input port. The OpenROAD report gives the critical path a required time of 9.84 ns.

The setup slack of the critical path after layout is -8.46 ns. Static timing analysis puts the maximum clock frequency at just under 0.05 GHz. For the pin with the worst max-slew slack, the measured transition is 0.703 ns. The critical path launch point is src1[0]. The leakage power total is between 2 and 3 nW. The area fraction of the largest cell type after synthesis is 0.220. The period utilization is 1.69. The die is between 90 and 100 um wide.

The share of synthesized registers carrying an async set or reset is 0. IR analysis of the VDD net gives a maximum drop of 0.0000182 V. By instance count, the cell type seen most on the critical path is fa_2. The cell total in the yosys stat output is 417. The count of endpoints without a timing constraint is 4. The total length of routed wires is 8390 um. The design draws 224 uW. Endpoints with negative setup slack in the final report add up to 23. The report counts max-capacitance violations totalling 0.

For this run the detailed placement stage logged an HPWL of 6560 um. In the synthesized netlist, the dominant kind of combinational cell is adder cells. The remaining global-route overflow is 0. Per the synthesis report, the XOR/XNOR share of the synthesized area is 0.156.

According to the Yosys statistics, the synthesized design has a chip area of between 3000 and 4000 um2. Looking at the gate-level netlist, the highest instance count belongs to inv_1. The total number of warnings across the stage logs is 99. The worst hold-check path type is in -> out. After floorplanning, the die was sized to cover between 9000 and 10000 um2. The initial core utilization is 0.416. In the global route stage, overall resource usage came out at 0.183. Counting distinct cell types in the post-synthesis netlist gives 35. The number of cells produced by synthesis is 417. The port buffer count is around 100.

Of the total synthesized cell area, the portion taken by full adders, half adders and majority gates is 0.396. The iteration tally of the first detailed-router pass is 4. The maximum cell stage delay along the critical path is about 0.50 ns. From bottom edge to top edge, the die measures between 90 and 100 um. The total power per unit cell area is roughly 43 nW/um2.

Pin placement for this block handled 104 I/O pins. After floorplanning, the core was divided into 34 placement rows. The number of register pins that no clock reaches is 4. The compound-cell area share of the yosys netlist is 0.0670.

The data arrival time reported for the critical path is approximately 18 ns. The via count normalized by instance count is 4.55. The final-layout fill cell count is between 700 and 800. The share of synthesized cell area in and, or, nand and nor gates is 0.100. The via count of the first global-routing pass is 2901.

The count of antenna-violating nets left after detailed routing is 0. Looking at the cell usage after synthesis, the top flip-flop cell is dlxtn_1. The maximum net fanout on the critical path is 2. The final-layout setup total negative slack is -114.05 ns. The fraction of layout cells with a size suffix above 1 is 0.296. The number of synthesized register bits is 4. The final antenna diode tally reported by the flow is 0.

The worst pin sits at a relative slew slack of 0.531. The library cell occupying the most area in the post-synthesis netlist is ha_1. The commonest cells after synthesis are inv_1 (69), ha_1 (64), xor2_1 (64).

Per the detail_route report, DRC violations left total 0.
## registers in the layout (all words and copies together) (netlist names)
| name | cells |
|---|---|
| oper | 2 |
| a_in | 1 |
| b_in | 1 |
## cell usage in the layout (no fill, tap or decap), types with 4 or more instances in the layout
master / instances
buf_6: 8
clkbuf_2: 8
nor4_1: 4
ha_1: 64
buf_4: 61
inv_1: 67
fa_2: 31
mux2i_1: 31
and2_4: 27
nor2_1: 4
xor2_1: 61
o22ai_1: 31
clkdlybuf4s50_1: 87
## worst max-delay path: cells and delay by family
family                   cells  cell delay [ns]
buffers and inverters        5             0.58
adder cells (fa/ha/maj)     32             9.94
AND/OR/NAND/NOR             33             4.63
multiplexers                 1             0.50
XOR/XNOR                     1             0.14
## cell families (layout without fill, tap and decap cells)
group	Yosys count	in the layout
simple gates	59	59
latches	4	4
compound gates	38	38
buf+inv	123	239
fa+ha+maj	96	96
mux	32	32
xor+xnor	65	65
## power by group
group | switching [mW] | internal (mW)
registers | 0.00419 | 0.00147
clock network | 0 | 0
logic | 0.0921 | 0.126
## timing repair
item | CTS | global route
setup endpoints to repair | 24 | 24
pin swaps | 9 | 9
resized | 17 | 40
buffers inserted | 4 | 4
hold buffers | 0 | 0
## worst min path at each step
stage	startpoint	end	slack, ns	cells after the start
4_1_cts	ALU_control[3]	overflow	5.61	4
5_1_grt	ALU_control[3]	overflow	5.32	4
6_report	ALU_control[3]	overflow	5.30	4
## metrics by stage
stage               hold slack, ns  std cells
global placement              5.91        635
CTS                           5.61        639
finish                        5.30        641
floorplan                     4.93        417
detailed placement            5.90        635
global route                  5.32        641
## routing by layer
metal | routed length, um | global-route usage
met1 | 4210 | 0.292
met2 | 3960 | 0.301
met3 | 204 | 0.00586
met4 | 15 | 0.00226
met5 | 0 | 0
## area by class of cell
cell class / instances / area [um2] / area share
multi-input cells: 290 / 3200 / 0.617
repair buffers: 170 / 1530 / 0.294
well taps: 108 / 135 / 0.0260
inverters: 69 / 259 / 0.0499
flip-flops and latches: 4 / 66.3 / 0.0128
Power figures rest on the tool's default switching activity, not on a simulated workload.
